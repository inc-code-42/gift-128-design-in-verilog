`design/flow/config.mk`:
```
export PLATFORM = sky130hd
export DESIGN_NAME = gift_128_dec
export DESIGN_NICKNAME = gift_128_dec
export VERILOG_FILES = /design/flow/design.v
export SDC_FILE = /design/flow/constraint.sdc
export NUM_CORES = 4
export LEC_CHECK = 1
export CORE_UTILIZATION = 50
```
`design/flow/constraint.sdc`:
```
current_design gift_128_dec

set clk_period 24.5
set clk_io_pct 0.2

create_clock -name clk0 -period $clk_period [get_ports {clk_i}]

set non_clock_inputs [all_inputs -no_clocks]
set_input_delay [expr $clk_period * $clk_io_pct] -clock clk0 $non_clock_inputs
set_output_delay [expr $clk_period * $clk_io_pct] -clock clk0 [all_outputs]
```
`design/flow/design.v`:
```
`timescale 1 ns/ 1 ns
module gift_128_dec(
  input wire            clk_i                  ,
  input wire            reset_n                ,
  output reg            busy                   ,
  input wire [127 : 0]  key_in                 ,
  input wire            key_ld                 ,
  output reg            key_process_done_latch ,
  input wire [127 : 0]  cipher_in              ,
  input wire            dec_start              ,
  output wire [127 : 0] plain_out              ,
  output reg            dec_done 
);
localparam GIFT128_ROUNDS = 6'd40;
localparam IDLE           = 3'd0 ;
localparam KEY_PROCESS    = 3'd1 ;
localparam RND_OP         = 3'd2 ;
localparam DONE           = 3'd3 ;
reg [2:0]   gift_dec_sreg ;
reg [2:0]   gift_dec_snxt ;
reg [127:0] key_reg  ;
reg [127:0] key_nxt  ;
reg [127:0] state_reg;
reg [127:0] state_nxt;
reg         key_load_status_reg;
reg         key_load_status_nxt;
reg [5:0]   rnd_cntr_reg;
reg [5:0]   rnd_cntr_nxt;
reg [5:0]   rc_reg;
reg [5:0]   rc_nxt;
reg [127:0] dec_subcell_state;  
reg [127:0] dec_permute_state; 
reg [127:0] dec_addkey_state ; 
reg [5:0]   key_cntr_reg     ;
reg [5:0]   key_cntr_nxt     ;
reg         key_process_done ;
reg         key_update       ;
reg [127:0] rnd_key          ;
assign plain_out  = state_reg;
always @(posedge clk_i, negedge reset_n) begin
  if (!reset_n) begin
    gift_dec_sreg          <= IDLE;
    key_reg                <= 'd0;
    state_reg              <= 'd0;
    rc_reg                 <= 'd0;
    rnd_cntr_reg           <= 'd0;
    key_cntr_reg           <= 'd0;
    key_process_done_latch <= 1'b0; 
  end
  else begin
    gift_dec_sreg          <= gift_dec_snxt; 
    key_reg                <= key_nxt;
    state_reg              <= (dec_start) ? cipher_in : state_nxt;
    rnd_cntr_reg           <= rnd_cntr_nxt; 
    rc_reg                 <= rc_nxt; 
    key_cntr_reg           <= key_cntr_nxt; 
    key_process_done_latch <= (key_ld) ? 1'b0 : (key_process_done) ? 1'b1 : key_process_done_latch; 
  end
end
always @* begin
  gift_dec_snxt     = gift_dec_sreg;
  key_nxt           = key_reg;
  state_nxt         = state_reg;
  rc_nxt            = rc_reg;
  rnd_cntr_nxt      = rnd_cntr_reg;
  busy              = 1'b0;
  dec_done          = 1'b0;
  dec_subcell_state = 'd0;
  dec_permute_state = 'd0;
  dec_addkey_state  = 'd0;
  key_cntr_nxt      = key_cntr_reg;
  key_update        = 1'b0;
  key_process_done  = 1'b0;
  rnd_key           = 'd0;
  case(gift_dec_sreg)
    IDLE: begin
      if (key_ld) begin
        gift_dec_snxt = KEY_PROCESS;
	key_nxt       = key_in;
        key_cntr_nxt  = 'd0;	    
	busy          = 1'b1;
      end
      else if (dec_start) begin
        gift_dec_snxt = RND_OP;
        rnd_cntr_nxt  = 'd39;
	busy          = 1'b1;
	rc_nxt        = 'd0;
      end	      
    end
    KEY_PROCESS: begin
      key_cntr_nxt      = key_cntr_reg + 1'b1;	    
      key_nxt           = (key_reg == 'd0) ? key_reg: InvUpdateKey(key_reg);
      key_update        = 1'b1;
      gift_dec_snxt     = (key_cntr_nxt == 'd40) ? IDLE: KEY_PROCESS;
      key_process_done  = (gift_dec_snxt == IDLE) ? 1'b1 : 1'b0;
      busy              = 1'b1;
    end
    RND_OP: begin
      busy              = 1'b1;
      rnd_key           = key_storage [rnd_cntr_reg];       
      dec_addkey_state  = InvAddRoundKey(state_reg, rnd_key, InvUpdateConstant(rnd_cntr_reg));  
      dec_permute_state = InvPermBits(dec_addkey_state);                                        
      dec_subcell_state = InvSubCells(dec_permute_state);                                       
      state_nxt         = dec_subcell_state;
      rnd_cntr_nxt      = rnd_cntr_reg - 1'b1; 
      rc_nxt            = rnd_cntr_nxt;
      gift_dec_snxt     = (rnd_cntr_reg == 'd0) ? DONE: RND_OP;
    end
    DONE: begin
      gift_dec_snxt     = IDLE;
      busy              = 1'b1;
      dec_done          = 1'b1;
    end    
  endcase
end
reg [127:0] key_storage [0:39];
integer k;
always @(posedge clk_i, negedge reset_n) begin
  if (!reset_n) begin
    for (k=1;k<40;k=k+1) begin
      key_storage [k] <= 'd0;
    end
  end else begin
    if (key_update) begin
      key_storage [key_cntr_reg] <= key_reg;	    
    end	    
  end
end
function [3 : 0] inv_gs(input [3 : 0] x); begin
  case (x)
    4'h0 : inv_gs = 4'hd;
    4'h1 : inv_gs = 4'h0;
    4'h2 : inv_gs = 4'h8;
    4'h3 : inv_gs = 4'h6;
    4'h4 : inv_gs = 4'h2;
    4'h5 : inv_gs = 4'hc;
    4'h6 : inv_gs = 4'h4;
    4'h7 : inv_gs = 4'hb;
    4'h8 : inv_gs = 4'he;
    4'h9 : inv_gs = 4'h7;
    4'ha : inv_gs = 4'h1;
    4'hb : inv_gs = 4'ha;
    4'hc : inv_gs = 4'h3;
    4'hd : inv_gs = 4'h9;
    4'he : inv_gs = 4'hf;
    4'hf : inv_gs = 4'h5;
  endcase  
end
endfunction  
function [127 : 0] InvSubCells(input [127 : 0] x); begin
    InvSubCells[003 : 000] = inv_gs(x[003 : 000]);
    InvSubCells[007 : 004] = inv_gs(x[007 : 004]);
    InvSubCells[011 : 008] = inv_gs(x[011 : 008]);
    InvSubCells[015 : 012] = inv_gs(x[015 : 012]);
    InvSubCells[019 : 016] = inv_gs(x[019 : 016]);
    InvSubCells[023 : 020] = inv_gs(x[023 : 020]);
    InvSubCells[027 : 024] = inv_gs(x[027 : 024]);
    InvSubCells[031 : 028] = inv_gs(x[031 : 028]);
    InvSubCells[035 : 032] = inv_gs(x[035 : 032]);
    InvSubCells[039 : 036] = inv_gs(x[039 : 036]);
    InvSubCells[043 : 040] = inv_gs(x[043 : 040]);
    InvSubCells[047 : 044] = inv_gs(x[047 : 044]);
    InvSubCells[051 : 048] = inv_gs(x[051 : 048]);
    InvSubCells[055 : 052] = inv_gs(x[055 : 052]);
    InvSubCells[059 : 056] = inv_gs(x[059 : 056]);
    InvSubCells[063 : 060] = inv_gs(x[063 : 060]);
    InvSubCells[067 : 064] = inv_gs(x[067 : 064]);
    InvSubCells[071 : 068] = inv_gs(x[071 : 068]);
    InvSubCells[075 : 072] = inv_gs(x[075 : 072]);
    InvSubCells[079 : 076] = inv_gs(x[079 : 076]);
    InvSubCells[083 : 080] = inv_gs(x[083 : 080]);
    InvSubCells[087 : 084] = inv_gs(x[087 : 084]);
    InvSubCells[091 : 088] = inv_gs(x[091 : 088]);
    InvSubCells[095 : 092] = inv_gs(x[095 : 092]);
    InvSubCells[099 : 096] = inv_gs(x[099 : 096]);
    InvSubCells[103 : 100] = inv_gs(x[103 : 100]);
    InvSubCells[107 : 104] = inv_gs(x[107 : 104]);
    InvSubCells[111 : 108] = inv_gs(x[111 : 108]);
    InvSubCells[115 : 112] = inv_gs(x[115 : 112]);
    InvSubCells[119 : 116] = inv_gs(x[119 : 116]);
    InvSubCells[123 : 120] = inv_gs(x[123 : 120]);
    InvSubCells[127 : 124] = inv_gs(x[127 : 124]);
  end
endfunction  
function [127 : 0] InvPermBits(input [127 : 0] x); begin
    InvPermBits[000] = x[000];
    InvPermBits[001] = x[033];
    InvPermBits[002] = x[066];
    InvPermBits[003] = x[099];
    InvPermBits[004] = x[096];
    InvPermBits[005] = x[001];
    InvPermBits[006] = x[034];
    InvPermBits[007] = x[067];
    InvPermBits[008] = x[064];
    InvPermBits[009] = x[097];
    InvPermBits[010] = x[002];
    InvPermBits[011] = x[035];
    InvPermBits[012] = x[032];
    InvPermBits[013] = x[065];
    InvPermBits[014] = x[098];
    InvPermBits[015] = x[003];
    InvPermBits[016] = x[004];
    InvPermBits[017] = x[037];
    InvPermBits[018] = x[070];
    InvPermBits[019] = x[103];
    InvPermBits[020] = x[100];
    InvPermBits[021] = x[005];
    InvPermBits[022] = x[038];
    InvPermBits[023] = x[071];
    InvPermBits[024] = x[068];
    InvPermBits[025] = x[101];
    InvPermBits[026] = x[006];
    InvPermBits[027] = x[039];
    InvPermBits[028] = x[036];
    InvPermBits[029] = x[069];
    InvPermBits[030] = x[102];
    InvPermBits[031] = x[007];
    InvPermBits[032] = x[008];
    InvPermBits[033] = x[041];
    InvPermBits[034] = x[074];
    InvPermBits[035] = x[107];
    InvPermBits[036] = x[104];
    InvPermBits[037] = x[009];
    InvPermBits[038] = x[042];
    InvPermBits[039] = x[075];
    InvPermBits[040] = x[072];
    InvPermBits[041] = x[105];
    InvPermBits[042] = x[010];
    InvPermBits[043] = x[043];
    InvPermBits[044] = x[040];
    InvPermBits[045] = x[073];
    InvPermBits[046] = x[106];
    InvPermBits[047] = x[011];
    InvPermBits[048] = x[012];
    InvPermBits[049] = x[045];
    InvPermBits[050] = x[078];
    InvPermBits[051] = x[111];
    InvPermBits[052] = x[108];
    InvPermBits[053] = x[013];
    InvPermBits[054] = x[046];
    InvPermBits[055] = x[079];
    InvPermBits[056] = x[076];
    InvPermBits[057] = x[109];
    InvPermBits[058] = x[014];
    InvPermBits[059] = x[047];
    InvPermBits[060] = x[044];
    InvPermBits[061] = x[077];
    InvPermBits[062] = x[110];
    InvPermBits[063] = x[015];
    InvPermBits[064] = x[016];
    InvPermBits[065] = x[049];
    InvPermBits[066] = x[082];
    InvPermBits[067] = x[115];
    InvPermBits[068] = x[112];
    InvPermBits[069] = x[017];
    InvPermBits[070] = x[050];
    InvPermBits[071] = x[083];
    InvPermBits[072] = x[080];
    InvPermBits[073] = x[113];
    InvPermBits[074] = x[018];
    InvPermBits[075] = x[051];
    InvPermBits[076] = x[048];
    InvPermBits[077] = x[081];
    InvPermBits[078] = x[114];
    InvPermBits[079] = x[019];
    InvPermBits[080] = x[020];
    InvPermBits[081] = x[053];
    InvPermBits[082] = x[086];
    InvPermBits[083] = x[119];
    InvPermBits[084] = x[116];
    InvPermBits[085] = x[021];
    InvPermBits[086] = x[054];
    InvPermBits[087] = x[087];
    InvPermBits[088] = x[084];
    InvPermBits[089] = x[117];
    InvPermBits[090] = x[022];
    InvPermBits[091] = x[055];
    InvPermBits[092] = x[052];
    InvPermBits[093] = x[085];
    InvPermBits[094] = x[118];
    InvPermBits[095] = x[023];
    InvPermBits[096] = x[024];
    InvPermBits[097] = x[057];
    InvPermBits[098] = x[090];
    InvPermBits[099] = x[123];
    InvPermBits[100] = x[120];
    InvPermBits[101] = x[025];
    InvPermBits[102] = x[058];
    InvPermBits[103] = x[091];
    InvPermBits[104] = x[088];
    InvPermBits[105] = x[121];
    InvPermBits[106] = x[026];
    InvPermBits[107] = x[059];
    InvPermBits[108] = x[056];
    InvPermBits[109] = x[089];
    InvPermBits[110] = x[122];
    InvPermBits[111] = x[027];
    InvPermBits[112] = x[028];
    InvPermBits[113] = x[061];
    InvPermBits[114] = x[094];
    InvPermBits[115] = x[127];
    InvPermBits[116] = x[124];
    InvPermBits[117] = x[029];
    InvPermBits[118] = x[062];
    InvPermBits[119] = x[095];
    InvPermBits[120] = x[092];
    InvPermBits[121] = x[125];
    InvPermBits[122] = x[030];
    InvPermBits[123] = x[063];
    InvPermBits[124] = x[060];
    InvPermBits[125] = x[093];
    InvPermBits[126] = x[126];
    InvPermBits[127] = x[031];
  end
endfunction  
function [127 : 0] InvAddRoundKey(input [127 : 0] state,
                                  input [127 : 0] k,
                                  input [5 : 0]   rc);
  begin : ark
    reg [31 : 0] u;
    reg [31 : 0] v;
    reg [127 : 0] s;
    integer i;
    u = k[095 : 064];
    v = k[031 : 000];
    s = state;
    for (i = 0 ; i < 32 ; i = i + 1) begin
      s[(4 * i + 2)] = state[(4 * i + 2)] ^ u[i];
      s[(4 * i + 1)] = state[(4 * i + 1)] ^ v[i];
    end
    s[127] = s[127] ^ 1'h1;
    s[023] = s[023] ^ rc[5];
    s[019] = s[019] ^ rc[4];
    s[015] = s[015] ^ rc[3];
    s[011] = s[011] ^ rc[2];
    s[007] = s[007] ^ rc[1];
    s[003] = s[003] ^ rc[0];
    InvAddRoundKey = s;
  end
endfunction  
function [127 : 0] InvUpdateKey(input [127 : 0] k);
  begin : udk
    reg [15 : 0] rot12_k0;
    reg [15 : 0] rot2_k1;
    rot12_k0 = {k[011 : 000], k[015 : 012]};
    rot2_k1  = {k[017 : 016], k[031 : 018]};
    InvUpdateKey = {rot2_k1, rot12_k0, k[127 : 032]};
  end
endfunction  
function [5 : 0] InvUpdateConstant(input [5 : 0] round);
  begin : irc
    reg [5 : 0] rc;
    case (round)
      00 : rc = 6'h01;
      01 : rc = 6'h03;
      02 : rc = 6'h07;
      03 : rc = 6'h0f;
      04 : rc = 6'h1f;
      05 : rc = 6'h3e;
      06 : rc = 6'h3d;
      07 : rc = 6'h3b;
      08 : rc = 6'h37;
      09 : rc = 6'h2f;
      10 : rc = 6'h1e;
      11 : rc = 6'h3c;
      12 : rc = 6'h39;
      13 : rc = 6'h33;
      14 : rc = 6'h27;
      15 : rc = 6'h0e;
      16 : rc = 6'h1d;
      17 : rc = 6'h3a;
      18 : rc = 6'h35;
      19 : rc = 6'h2b;
      20 : rc = 6'h16;
      21 : rc = 6'h2c;
      22 : rc = 6'h18;
      23 : rc = 6'h30;
      24 : rc = 6'h21;
      25 : rc = 6'h02;
      26 : rc = 6'h05;
      27 : rc = 6'h0b;
      28 : rc = 6'h17;
      29 : rc = 6'h2e;
      30 : rc = 6'h1c;
      31 : rc = 6'h38;
      32 : rc = 6'h31;
      33 : rc = 6'h23;
      34 : rc = 6'h06;
      35 : rc = 6'h0d;
      36 : rc = 6'h1b;
      37 : rc = 6'h36;
      38 : rc = 6'h2d;
      39 : rc = 6'h1a;
      default : rc = 6'h0;
    endcase  
    InvUpdateConstant = rc;
  end
endfunction  
endmodule
```
`design/flow/run.sh`:
```
#!/bin/bash
# OpenROAD 26Q1-2900-gdf79404cd8, Yosys 0.63+post, stock flow scripts
make -C /OpenROAD-flow-scripts/flow DESIGN_CONFIG=/design/flow/config.mk WORK_HOME=/design/flow/orfs finish
```
==> impl_metrics.toml <==
# yosys + openroad results
[synthesis]
syn_area_um2 = 130000
ys_cells = 10300
flop_cell = "dfrtp_1"
yosysTopAreaCellShare_pct = 53.1
synthCells = 10300
syn_area_per_cell_um2 = 12.7
synth_cell_type_count = 114
ys_area_um2 = 130000
top_area_cell = "dfrtp_1"
yosysSeqAreaShare_pct = 54.6
ys_ff = 2833
edf_count = 64
topCellsByArea = "dfrtp_1 53%, mux2_2 22%, a22oi_1 5.1%, clkbuf_1 2.1%, mux2i_1 1.7%"
yosysWarnings = 2
async_flop_share_pct = 97.7

[cts]
cts_buffers = 314
root_buffer = "clkbuf_16"
clk_path_buf_depth = 4
clock_latency_ns = 0.88
htreeDepth = 5
cts_resized = 0
clk_pin_slew_ns = 0.06
cts_hold_buf = 0
post_cts_buffers = 0
cts_num_sinks = 2833
cts_tree = "yes"

[timing]
max_freq_mhz = 89.9
fin_crit_sh_pct = 45.4
worstMarginPinSlew_ns = 1.23
setup_violations = 0
setup-tns-final_ns = 0
fin_hold_ws_ns = 0.497
fin_skew_ns = 0.0456
hold_viol_final = 0
slew_headroom_pct = 16.2
slew_viol_final = 0
rsz0062_at_grt = "false"
fin_crit_ns = 11.12

[power_and_ir_drop]
power.density_nw_per_um2 = 134
p_leak_nw = 70.4
vdd_drop_max_uv = 98.8

[hold_path]
min_from = "key_storage[9][22]"
hold_depth = 1
hold_path.class = "flop to flop"
hold_end = "key_storage[9][22]"

[route]
wl_per_cell_um = 39.8
drc_errors = 0
via_count = 97000
drt_pass1_iterations = 6
via_per_inst = 6.84
final_antenna_net_count = 0
drt-initial-drc-count = 8334
wirelength_mm = 564

[setup_path]
worst-setup-path-type = "primary input to output pin"
critical_path_buf_inv_count = 2
worstPathCellList = "clkdlybuf4s50_1, o21ai_0, nand2_1, clkdlybuf4s50_1"
cp_top_family = "buffers and inverters"
critPathCaptureType = "output pin"
cp-start-kind = "primary input"
required_ns = 19.60
reg2reg_from = "rnd_cntr_reg[1]"
worstPathArrival_ns = 6.22
cp_max_fo = 5
max_stage_delay_ns = 0.62
regToRegEndpoint = "state_reg[64]"
reg2reg_depth = 16
cp_slowest_cell = "clkdlybuf4s50_1"
r2r_setup_slack_ns = 17.10
crit_top_cell = "clkdlybuf4s50_1"

[status]
status = "completed"

[grt]
grt-busiest-layer = "met2"
met1_usage_pct = 59.3
grt_pass1_vias = 96900
antenna_found_initial = 45
grt_use_total_pct = 45.5
use_met2_pct = 62.6
grt_pass1_wl_mm = 782
grt_overflow = 0
grt_util_met3_pct = 23.0
grt_max_degree = 199

[die]
num_rows = 187
chipArea_um2 = 263000
die_y_um = 513
die_w_um = 513
fp_util_pct = 50.3
boundaryPins = 391
core_um2 = 259000

[layout]
drive_above_1_share_pct = 34.5
layout_top_cell = "dfrtp_1"
layout_top_cells = "2759 x dfrtp_1, 2515 x mux2_2, 889 x a22oi_1"
area_growth_pct = 14.8
largest_reg_flops = 2560

[placement]
io_buffers = 390
dp_hpwl_mm = 345
gp_congestion = 0.979

[run]
warnings = 117
cap_viol_max_count = 0
logic make-up after synthesis:
| kind of cell | synth area share, % |
|---|---|
| xor+xnor | 0.747 |
| buf+inv | 3.51 |
| fa+ha+maj | 1.05 |
| mux | 23.5 |
| simple gates | 6.14 |
| compound gates | 10.5 |
| flops | 54.6 |
worst max-delay path by stage:
stage      start   end  slack [ns]  depth (start not counted)
4_1_cts   key_ld  busy       13.37                          4
5_1_grt   key_ld  busy       13.32                          4
6_report  key_ld  busy       13.38                          4
power breakdown:
group          internal (W)  switching, W
Combinational       0.00295       0.00556
Sequential          0.00579      0.000841
Clock               0.00289       0.00197
Total                0.0116       0.00837
cell usage after synthesis (104+ instances only):
| cell | instances |
|---|---|
| dfrtp_1 | 2768 |
| mux2_2 | 2515 |
| a22oi_1 | 889 |
| clkbuf_1 | 719 |
| a21oi_1 | 298 |
| nor2_1 | 280 |
| nand2_1 | 279 |
| mux2i_1 | 216 |
| and3_1 | 205 |
| nand3_1 | 190 |
| buf_2 | 171 |
| nand4_1 | 153 |
| inv_1 | 119 |
| ha_1 | 109 |
| nor3_1 | 104 |
worst register-to-register path: stages, from the launching register on:
cell      delay [ns]
dfrtp_1         0.59
inv_1           0.38
ha_4            0.50
buf_4           0.55
nand3b_2        0.44
nor2_4          0.80
buf_4           0.55
buf_4           0.49
a22oi_1         0.16
nand2_1         0.11
nor3_1          0.06
a41oi_1         0.76
buf_4           0.30
xor2_1          0.43
nor3b_1         0.15
o311ai_1        0.74
o311ai_0        0.26
area by class of cell:
class	count	area, um2
clock inverter	98	1130
antenna	29	72.6
sequential	2833	71200
clock buffer	465	9420
timing repair buffer	874	7710
tap	3402	4260
fill	20100	110000
multi-input combinational	6358	55500
inverter	122	458
metrics by stage:
step                utilization, %  power [W]  area (um2)  setup slack (ns)  instances
detailed placement            53.6     0.0149      139000             13.38      13600
global placement              53.6     0.0148      139000             13.29      13600
finish                        57.7     0.0200      150000             13.38      14200
CTS                           57.7     0.0198      150000             13.37      14200
floorplan                        -     0.0112      130000             13.73      10300
global route                  57.7     0.0207      150000             13.32      14200
routing by layer:
layer | vias to the layer above | part of all wire, % | routed length [um]
met5 | - | 0.11 | 626
li1 | 38800 | - | -
met4 | 32 | 7.5 | 42100
met1 | 50700 | 36 | 203000
met2 | 5676 | 43 | 242000
met3 | 1788 | 14 | 76400
No activity file was given, so power comes from the tool's default toggle rates.
