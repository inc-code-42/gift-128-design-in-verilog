## flow/config.mk

```make
export PLATFORM = sky130hd
export DESIGN_NAME = gift_enc_core_controller
export DESIGN_NICKNAME = gift_enc_core_controller
export VERILOG_FILES = /design/flow/design.v
export SDC_FILE = /design/flow/constraint.sdc
export NUM_CORES = 4
export LEC_CHECK = 1
export CORE_UTILIZATION = 30
```

## flow/run.sh

```bash
#!/bin/bash
# OpenROAD 26Q1-2900-gdf79404cd8, Yosys 0.63+post, stock flow scripts
make -C /OpenROAD-flow-scripts/flow DESIGN_CONFIG=/design/flow/config.mk WORK_HOME=/design/flow/orfs finish
```

## flow/constraint.sdc

```tcl
current_design gift_enc_core_controller

set clk_period 43.5
set clk_io_pct 0.2

create_clock -name clk0 -period $clk_period [get_ports {clk_i}]

set non_clock_inputs [all_inputs -no_clocks]
set_input_delay [expr $clk_period * $clk_io_pct] -clock clk0 $non_clock_inputs
set_output_delay [expr $clk_period * $clk_io_pct] -clock clk0 [all_outputs]
```

## flow/design.v

```verilog
`timescale 1 ns/ 1 ns
module gift_128_enc(
  input wire            clk_i                  ,
  input wire            reset_n                ,
  output reg            busy                   ,
  input wire [127 : 0]  key_in                 ,
  input wire            key_ld                 ,
  output reg            key_process_done_latch ,
  input wire [127 : 0]  data_in                ,
  input wire            enc_start              ,
  output wire [127 : 0] cipher_out             ,
  output reg            cipher_done 
);
localparam GIFT128_ROUNDS = 6'd40;
localparam IDLE           = 3'd0 ;
localparam KEY_PROCESS    = 3'd1 ;
localparam RND_OP         = 3'd2 ;
localparam DONE           = 3'd3 ;
reg [2:0]   gift_enc_sreg ;
reg [2:0]   gift_enc_snxt ;
reg [127:0] key_reg       ;
reg [127:0] key_nxt       ;
reg [127:0] state_reg;
reg [127:0] state_nxt;
reg         key_load_status_reg;
reg         key_load_status_nxt;
reg [5:0]   rnd_cntr_reg;
reg [5:0]   rnd_cntr_nxt;
reg [5:0]   rc_reg;
reg [5:0]   rc_nxt;
reg [127:0] enc_subcell_state;  
reg [127:0] enc_permute_state; 
reg [127:0] enc_addkey_state ; 
reg [5:0]   key_cntr_reg     ;
reg [5:0]   key_cntr_nxt     ;
reg         key_process_done ;
reg         key_update       ;
reg [127:0] rnd_key          ;
assign cipher_out  = state_reg;
always @(posedge clk_i, negedge reset_n) begin
  if (!reset_n) begin
    gift_enc_sreg          <= IDLE;
    key_reg                <= 'd0;
    state_reg              <= 'd0;
    rc_reg                 <= 'd0;
    rnd_cntr_reg           <= 'd0;
    key_cntr_reg           <= 'd0;
    key_process_done_latch <= 1'b0; 
  end
  else begin
    gift_enc_sreg          <= gift_enc_snxt; 
    key_reg                <= key_nxt;
    state_reg              <= (enc_start) ? data_in : state_nxt;
    rnd_cntr_reg           <= rnd_cntr_nxt; 
    rc_reg                 <= rc_nxt; 
    key_cntr_reg           <= key_cntr_nxt;
    key_process_done_latch <= (key_ld) ? 1'b0 : (key_process_done) ? 1'b1 : key_process_done_latch;
  end
end
always @* begin
  gift_enc_snxt     = gift_enc_sreg;
  key_nxt           = key_reg;
  state_nxt         = state_reg;
  rc_nxt            = rc_reg;
  rnd_cntr_nxt      = rnd_cntr_reg;
  busy              = 1'b0;
  cipher_done       = 1'b0;
  enc_subcell_state = 'd0;
  enc_permute_state = 'd0;
  enc_addkey_state  = 'd0;
  key_cntr_nxt      = key_cntr_reg;
  key_update        = 1'b0;
  key_process_done  = 1'b0;
  rnd_key           = 'd0;
  case(gift_enc_sreg)
    IDLE: begin
      if (key_ld) begin
        gift_enc_snxt = KEY_PROCESS;
        key_nxt       = key_in;
        key_cntr_nxt  = 'd0;
        busy          = 1'b1;	
      end	      
      else if (enc_start) begin
        gift_enc_snxt = RND_OP;
        rnd_cntr_nxt  = 'd0;
	busy          = 1'b1;
	rc_nxt        = 'd0;
      end	      
    end
    KEY_PROCESS: begin
      key_cntr_nxt      = key_cntr_reg + 1'b1;	    
      key_nxt           = (key_reg == 'd0) ? key_reg: UpdateKey(key_reg);
      key_update        = 1'b1;
      gift_enc_snxt     = (key_cntr_nxt == 'd40) ? IDLE: KEY_PROCESS;
      key_process_done  = (gift_enc_snxt == IDLE) ? 1'b1 : 1'b0;
      busy              = 1'b1;
    end
    RND_OP: begin
      busy              = 1'b1;
      rc_nxt            = UpdateConstant(rc_reg);
      rnd_key           = key_storage[rnd_cntr_reg];
      enc_subcell_state = SubCells(state_reg);                              
      enc_permute_state = PermBits(enc_subcell_state);                      
      enc_addkey_state  = AddRoundKey(enc_permute_state, rnd_key, rc_nxt);  
      state_nxt         = enc_addkey_state;
      rnd_cntr_nxt      = rnd_cntr_reg + 1'b1; 
      gift_enc_snxt     = (rnd_cntr_nxt == GIFT128_ROUNDS) ? DONE: RND_OP;
    end
    DONE: begin
      gift_enc_snxt     = IDLE;
      busy              = 1'b1;
      cipher_done       = 1'b1;
    end    
  endcase
end
reg [127:0] key_storage [0:39];
integer k;
always @(posedge clk_i, negedge reset_n) begin
  if (!reset_n) begin
    for (k=1;k<40;k=k+1) begin
      key_storage [k] <= 'd0;
    end
  end else begin
    if (key_update) begin
      key_storage [key_cntr_reg] <= key_reg;	    
    end	    
  end
end
function [3 : 0] gs(input [3 : 0] x); begin
    gs          = 'd0;
    case (x)
      4'h0 : gs = 4'h1;
      4'h1 : gs = 4'ha;
      4'h2 : gs = 4'h4;
      4'h3 : gs = 4'hc;
      4'h4 : gs = 4'h6;
      4'h5 : gs = 4'hf;
      4'h6 : gs = 4'h3;
      4'h7 : gs = 4'h9;
      4'h8 : gs = 4'h2;
      4'h9 : gs = 4'hd;
      4'ha : gs = 4'hb;
      4'hb : gs = 4'h7;
      4'hc : gs = 4'h5;
      4'hd : gs = 4'h0;
      4'he : gs = 4'h8;
      4'hf : gs = 4'he;
    endcase 
  end
endfunction
function [127 : 0] SubCells(input [127 : 0] x); begin
    SubCells[003 : 000] = gs(x[003 : 000]);
    SubCells[007 : 004] = gs(x[007 : 004]);
    SubCells[011 : 008] = gs(x[011 : 008]);
    SubCells[015 : 012] = gs(x[015 : 012]);
    SubCells[019 : 016] = gs(x[019 : 016]);
    SubCells[023 : 020] = gs(x[023 : 020]);
    SubCells[027 : 024] = gs(x[027 : 024]);
    SubCells[031 : 028] = gs(x[031 : 028]);
    SubCells[035 : 032] = gs(x[035 : 032]);
    SubCells[039 : 036] = gs(x[039 : 036]);
    SubCells[043 : 040] = gs(x[043 : 040]);
    SubCells[047 : 044] = gs(x[047 : 044]);
    SubCells[051 : 048] = gs(x[051 : 048]);
    SubCells[055 : 052] = gs(x[055 : 052]);
    SubCells[059 : 056] = gs(x[059 : 056]);
    SubCells[063 : 060] = gs(x[063 : 060]);
    SubCells[067 : 064] = gs(x[067 : 064]);
    SubCells[071 : 068] = gs(x[071 : 068]);
    SubCells[075 : 072] = gs(x[075 : 072]);
    SubCells[079 : 076] = gs(x[079 : 076]);
    SubCells[083 : 080] = gs(x[083 : 080]);
    SubCells[087 : 084] = gs(x[087 : 084]);
    SubCells[091 : 088] = gs(x[091 : 088]);
    SubCells[095 : 092] = gs(x[095 : 092]);
    SubCells[099 : 096] = gs(x[099 : 096]);
    SubCells[103 : 100] = gs(x[103 : 100]);
    SubCells[107 : 104] = gs(x[107 : 104]);
    SubCells[111 : 108] = gs(x[111 : 108]);
    SubCells[115 : 112] = gs(x[115 : 112]);
    SubCells[119 : 116] = gs(x[119 : 116]);
    SubCells[123 : 120] = gs(x[123 : 120]);
    SubCells[127 : 124] = gs(x[127 : 124]);
  end
endfunction
function [127 : 0] PermBits(input [127 : 0] x); begin
    PermBits[000] = x[000];
    PermBits[033] = x[001];
    PermBits[066] = x[002];
    PermBits[099] = x[003];
    PermBits[096] = x[004];
    PermBits[001] = x[005];
    PermBits[034] = x[006];
    PermBits[067] = x[007];
    PermBits[064] = x[008];
    PermBits[097] = x[009];
    PermBits[002] = x[010];
    PermBits[035] = x[011];
    PermBits[032] = x[012];
    PermBits[065] = x[013];
    PermBits[098] = x[014];
    PermBits[003] = x[015];
    PermBits[004] = x[016];
    PermBits[037] = x[017];
    PermBits[070] = x[018];
    PermBits[103] = x[019];
    PermBits[100] = x[020];
    PermBits[005] = x[021];
    PermBits[038] = x[022];
    PermBits[071] = x[023];
    PermBits[068] = x[024];
    PermBits[101] = x[025];
    PermBits[006] = x[026];
    PermBits[039] = x[027];
    PermBits[036] = x[028];
    PermBits[069] = x[029];
    PermBits[102] = x[030];
    PermBits[007] = x[031];
    PermBits[008] = x[032];
    PermBits[041] = x[033];
    PermBits[074] = x[034];
    PermBits[107] = x[035];
    PermBits[104] = x[036];
    PermBits[009] = x[037];
    PermBits[042] = x[038];
    PermBits[075] = x[039];
    PermBits[072] = x[040];
    PermBits[105] = x[041];
    PermBits[010] = x[042];
    PermBits[043] = x[043];
    PermBits[040] = x[044];
    PermBits[073] = x[045];
    PermBits[106] = x[046];
    PermBits[011] = x[047];
    PermBits[012] = x[048];
    PermBits[045] = x[049];
    PermBits[078] = x[050];
    PermBits[111] = x[051];
    PermBits[108] = x[052];
    PermBits[013] = x[053];
    PermBits[046] = x[054];
    PermBits[079] = x[055];
    PermBits[076] = x[056];
    PermBits[109] = x[057];
    PermBits[014] = x[058];
    PermBits[047] = x[059];
    PermBits[044] = x[060];
    PermBits[077] = x[061];
    PermBits[110] = x[062];
    PermBits[015] = x[063];
    PermBits[016] = x[064];
    PermBits[049] = x[065];
    PermBits[082] = x[066];
    PermBits[115] = x[067];
    PermBits[112] = x[068];
    PermBits[017] = x[069];
    PermBits[050] = x[070];
    PermBits[083] = x[071];
    PermBits[080] = x[072];
    PermBits[113] = x[073];
    PermBits[018] = x[074];
    PermBits[051] = x[075];
    PermBits[048] = x[076];
    PermBits[081] = x[077];
    PermBits[114] = x[078];
    PermBits[019] = x[079];
    PermBits[020] = x[080];
    PermBits[053] = x[081];
    PermBits[086] = x[082];
    PermBits[119] = x[083];
    PermBits[116] = x[084];
    PermBits[021] = x[085];
    PermBits[054] = x[086];
    PermBits[087] = x[087];
    PermBits[084] = x[088];
    PermBits[117] = x[089];
    PermBits[022] = x[090];
    PermBits[055] = x[091];
    PermBits[052] = x[092];
    PermBits[085] = x[093];
    PermBits[118] = x[094];
    PermBits[023] = x[095];
    PermBits[024] = x[096];
    PermBits[057] = x[097];
    PermBits[090] = x[098];
    PermBits[123] = x[099];
    PermBits[120] = x[100];
    PermBits[025] = x[101];
    PermBits[058] = x[102];
    PermBits[091] = x[103];
    PermBits[088] = x[104];
    PermBits[121] = x[105];
    PermBits[026] = x[106];
    PermBits[059] = x[107];
    PermBits[056] = x[108];
    PermBits[089] = x[109];
    PermBits[122] = x[110];
    PermBits[027] = x[111];
    PermBits[028] = x[112];
    PermBits[061] = x[113];
    PermBits[094] = x[114];
    PermBits[127] = x[115];
    PermBits[124] = x[116];
    PermBits[029] = x[117];
    PermBits[062] = x[118];
    PermBits[095] = x[119];
    PermBits[092] = x[120];
    PermBits[125] = x[121];
    PermBits[030] = x[122];
    PermBits[063] = x[123];
    PermBits[060] = x[124];
    PermBits[093] = x[125];
    PermBits[126] = x[126];
    PermBits[031] = x[127];
  end
endfunction
function [127 : 0] AddRoundKey(input [127 : 0] state,
                               input [127 : 0] k,
                               input [5 : 0]   rc); begin: ark 
    reg [31 : 0] u;
    reg [31 : 0] v;
    reg [127 : 0] s;
    integer i;
    u = k[095 : 064];
    v = k[031 : 000];
    s = state;
    for (i = 0 ; i < 32 ; i = i + 1) begin
      s[(4 * i + 2)] = state[(4 * i + 2)] ^ u[i];
      s[(4 * i + 1)] = state[(4 * i + 1)] ^ v[i];
    end
    s[127] = s[127] ^ 1'h1;
    s[023] = s[023] ^ rc[5];
    s[019] = s[019] ^ rc[4];
    s[015] = s[015] ^ rc[3];
    s[011] = s[011] ^ rc[2];
    s[007] = s[007] ^ rc[1];
    s[003] = s[003] ^ rc[0];
    AddRoundKey = s;
  end
endfunction
function [127 : 0] UpdateKey(input [127 : 0] k); begin: uk
    reg [15 : 0] rot12_k0;
    reg [15 : 0] rot2_k1;
    rot12_k0 = {k[011 : 000], k[015 : 012]};
    rot2_k1  = {k[017 : 016], k[031 : 018]};
    UpdateKey = {rot2_k1, rot12_k0, k[127 : 032]};
  end
endfunction
function [5 : 0] UpdateConstant(input [5 : 0] rc); begin
    UpdateConstant = {rc[4 : 0], rc[5] ^ rc[4] ^ 1'h1};
  end
endfunction
endmodule
`timescale 1 ns/ 1 ps
module gift_enc_core_controller (
  input wire          clk_i           ,
  input wire          reset_n         ,
  input wire          key_input_valid ,
  input wire [127:0]  key_input       ,
  input wire          data_input_valid,
  input wire [127:0]  data_input      ,
  output wire         cipher_out_valid,
  output wire[127:0]  cipher_out
);
wire          key_process_done_latch;
wire  [127:0] gift_cipher_out;
wire          gift_cipher_done;    
gift_128_enc INST_GIFT_128_ENC (
  .clk_i                  (clk_i                  ),
  .reset_n                (reset_n                ),
  .busy                   (                       ),  
  .key_in                 (key_in                 ),
  .key_ld                 (key_ld                 ),
  .key_process_done_latch (key_process_done_latch ),
  .data_in                (data_in                ),
  .enc_start              (gift_data_ld           ),
  .cipher_out             (gift_cipher_out        ),
  .cipher_done            (gift_cipher_done       )
);
localparam IDLE               = 3'd0;
localparam WAIT_FOR_KEY_LOAD  = 3'd1;
localparam WAIT_FOR_DATA_LOAD = 3'd2;
localparam KEY_PROCESS_CHECK  = 3'd3;
localparam KEY_PROCEE_WAIT    = 3'd4;
localparam WAIT_FOR_ENC       = 3'd5;
reg [2:0]    state_reg         , state_nxt;
reg [127:0]  gift_key_in_reg   ,gift_key_in_nxt;
reg [127:0]  gift_data_in_reg  ,gift_data_in_nxt;
reg [127:0]  gift_data_out_reg ,gift_data_out_nxt;
reg          gift_key_ld       , gift_data_ld;
reg          gift_data_out_valid_reg, gift_data_out_valid_nxt; 
wire [127:0] key_in ;
wire [127:0] data_in;
wire         key_ld;
assign key_in    = gift_key_in_reg;
assign data_in   = gift_data_in_reg;
assign key_ld    = gift_key_ld;
always @(posedge clk_i, negedge reset_n) begin
  if (!reset_n) begin
    state_reg               <= IDLE;
    gift_data_in_reg        <= 'd0;
    gift_data_out_reg       <= 'd0;
    gift_key_in_reg         <= 'd0;
    gift_data_out_valid_reg <= 1'b0;
  end else begin
    state_reg               <= state_nxt;
    gift_data_in_reg        <= gift_data_in_nxt;
    gift_data_out_reg       <= gift_data_out_nxt;
    gift_key_in_reg         <= gift_key_in_nxt;
    gift_data_out_valid_reg <= gift_data_out_valid_nxt;
  end	  
end
always @* begin
  state_nxt               = state_reg;
  gift_key_ld             = 1'b0;
  gift_data_ld            = 1'b0;
  gift_data_out_valid_nxt = 1'b0;
  gift_key_in_nxt         = gift_key_in_reg;
  gift_data_in_nxt        = gift_data_in_reg;
  gift_data_out_nxt       = gift_data_out_reg;
  case(state_reg)
    IDLE: begin
      state_nxt       = WAIT_FOR_KEY_LOAD;
    end
    WAIT_FOR_KEY_LOAD: begin
      if (key_input_valid) begin
	gift_key_in_nxt = key_input;
	state_nxt       = WAIT_FOR_DATA_LOAD;
      end
    end
    WAIT_FOR_DATA_LOAD: begin
      if (data_input_valid) begin
        gift_data_in_nxt = data_input;
	state_nxt        = KEY_PROCESS_CHECK;
      end
    end
    KEY_PROCESS_CHECK: begin
      if (!key_process_done_latch) begin
        state_nxt   = KEY_PROCEE_WAIT;
	gift_key_ld = 1'b1;
      end else begin
        state_nxt    = WAIT_FOR_ENC;
	gift_data_ld = 1'b1;
      end
    end
    KEY_PROCEE_WAIT: begin
      if (key_process_done_latch) begin
        state_nxt    = WAIT_FOR_ENC;
	gift_data_ld = 1'b1;
      end	      
    end
    WAIT_FOR_ENC: begin
      if (gift_cipher_done) begin
        gift_data_out_nxt       = gift_cipher_out;
	gift_data_out_valid_nxt = 1'b1;
	state_nxt               = WAIT_FOR_KEY_LOAD;
      end 
    end
  endcase
end
assign cipher_out        = gift_data_out_reg;
assign cipher_out_valid  = gift_data_out_valid_reg;
endmodule
```

==> impl_metrics.json <==
{
  "numCtsBuffers": 328,
  "ys_async_sr_fraction_pct": 98.02,
  "synth_flops": 3230,
  "rsz0062_at_grt": "no",
  "worst_slack_ps": 31490,
  "startpoint": "reset_n",
  "via_per_inst": 5.666,
  "die_y_um": 691.0,
  "dpl.hpwl_um": 350500,
  "post-route-drc-count": 0,
  "powerDensity_nw_per_um2": 37.21,
  "irDropWorstVdd_mv": 0.03254,
  "wl_per_cell_um": 32.18,
  "min-delay-start": "gift_data_out_reg[100]",
  "ys_cells": 11027,
  "fin_skew_ps": 55.54,
  "cp_common_cell": "buf_4",
  "grt_max_degree": 130,
  "gr-total-overflow": 0,
  "fin_crit_sh_pct": 27.62,
  "synthMostInstantiatedCell": "dfrtp_1",
  "cts-htree-levels": 5,
  "die-area_um2": 477500,
  "cts_tree": "done",
  "drtPass1Iterations": 7,
  "insertion_delay_ps": 950,
  "fmax_ghz": 0.08325,
  "tns_ps": 0,
  "setup_violations": 0,
  "critPathArrivalTime_ps": 12980,
  "topCellsByArea": "dfrtp_1, mux2_2, a22oi_1",
  "post_cts_resize_count": 0,
  "required_ps": 44460,
  "place_ws_ps": 30370,
  "cts_setup_buffers": 0,
  "max_flop_register": "INST_GIFT_128_ENC.key_storage",
  "cpPeakStageDelay_ps": 690,
  "areaGrowthSynthToFinish_pct": 16.09,
  "startpoint_type": "input pin",
  "reg2reg_from": "INST_GIFT_128_ENC.rnd_cntr_reg[1]",
  "worstMarginPinSlew_ps": 1403,
  "gp_congestion": 0.9426,
  "yosys_area_um2": 142400,
  "cap_violations": 0,
  "finalMaxSlewViolations": 0,
  "wl_um": 568800,
  "netlist.area_leader.share_pct": 55.59,
  "largest_reg_flops": 2560,
  "rows": 252,
  "cp-end-kind": "asynchronous set/reset pin",
  "grtUsageTotal_pct": 24.26,
  "fp-utilization_pct": 30.17,
  "clock-root-buffer": "clkbuf_16",
  "hold_violations": 0,
  "postCtsHoldBufs": 0,
  "yosysWarnings": 3,
  "grt_pass1_wl_um": 793800,
  "hold_class": "register to register",
  "flop_cell": "dfrtp_1",
  "layout_min_cycle_time_ps": 12010,
  "numPortBuffers": 388,
  "ios": 389,
  "fillers": 45352,
  "critPathSlowestCell": "buf_4",
  "status": "complete, no violations",
  "syn_area_per_cell_um2": 12.92,
  "syn_area_um2": 142400,
  "netlist_instances": 11027,
  "yosys.area.top_type": "dfrtp_1",
  "drt_iter0_drc": 9342,
  "synth.distinct_cells": 79,
  "critical_path.max_fanout": 57,
  "yosysSeqAreaShare_pct": 56.98,
  "ant_nets": 0,
  "clk_pin_slew_ps": 60,
  "tool_warnings": 79,
  "p_total_w": 0.006152,
  "leakage_nw": 78.00,
  "edf_count": 64,
  "final_layout_size_suffix_gt1_share_pct": 34.53,
  "clock-sinks": 3230,
  "grt_pass1_vias": 99156,
  "antenna_found_initial": 48,
  "criticalPathCategory": "input pin to asynchronous set/reset pin",
  "clk_path_buf_depth": 4,
  "core_area_um2": 472000,
  "slew_headroom_pct": 4.022,
  "common_cells": "dfrtp_1, mux2_2, a22oi_1, clkbuf_1, nand2_1",
  "num_vias": 100165,
  "fp.dieW_um": 691.0,
  "cp_cell_sequence": "buf_16 -> buf_4 -> buf_4 -> buf_4 -> buf_4 -> buf_4 -> buf_4"
}
-- critical path: cells and delay by family --
kind                   cells  cell delay (ps)
buffers and inverters      7             4120
-- placed cells by master, fill, tap and decap left out, drive strengths merged, types with 11 or more instances in the layout --
cell	synthesis	final
nand4	146	146
mux2i	233	233
edfxtp	64	64
dfrtp	3164	3164
nand2b	12	12
nand2	405	405
a22o	88	88
mux2	2832	2832
nor3	51	51
diode	0	23
nor2	360	360
o22ai	11	11
nand3b	12	12
a211oi	14	14
clkdlybuf4s50	0	387
nand3	148	148
clkbuf	814	494
and2	15	15
and3	302	302
a21oi	350	350
and4	17	17
a2111oi	99	99
o21ai	258	258
bufinv	0	16
a221oi	70	70
ha	73	73
a222oi	18	18
inv	81	95
a31oi	16	16
xnor2	97	97
clkinv	1	56
a22oi	825	825
or3	19	19
buf	208	458
a32oi	13	13
nor4	81	81
or4	13	13
o211ai	17	17
-- logic make-up after synthesis --
logic type	share of synthesized area [%]
AND/OR/NAND/NOR	5.726
multiplexers	24.03
buffers and inverters	3.088
other	0.002633
flip-flops	56.98
AND-OR/OR-AND	8.886
XOR/XNOR	0.6457
adder cells (fa/ha/maj)	0.6413
-- where the power goes --
group | switching (W) | internal (W) | leakage [nW]
clock network | 0.00125 | 0.00165 | 5.31
logic | 0.0000844 | 0.0000643 | 28.3
registers | 0.0000546 | 0.00305 | 44.3
total | 0.00139 | 0.00476 | 78.0
-- layout make-up --
class                      instances  area, um^2  share of cell area (%)
tap                             6223        7786                   4.709
inverter                          82       307.8                  0.1862
timing repair buffer             845        7557                   4.571
clock inverter                    89       998.5                  0.6039
multi-input combinational       6693       57680                   34.89
sequential                      3230       81200                   49.11
clock buffer                     494        9743                   5.893
antenna                           23       57.56                 0.03481
-- through the flow --
| stage | instances | instance area [um^2] | utilization [%] | hold slack (ps) |
|---|---|---|---|---|
| after detailed placement | 17073 | 154500 | 32.74 | 470.7 |
| after CTS | 17656 | 165300 | 35.02 | 485.4 |
| final | 17679 | 165300 | 35.03 | 478.2 |
| after global routing | 17657 | 165300 | 35.02 | 496.0 |
| after global placement | 17073 | 154500 | 32.74 | 464.2 |
| after floorplan | 11027 | 142400 | - | 425.7 |
-- worst paths after layout --
| kind | end | slack [ps] | depth (start not counted) |
|---|---|---|---|
| setup / recovery | INST_GIFT_128_ENC.key_storage[39][77] | 31490 | 7 |
| min in group asynchronous | INST_GIFT_128_ENC.key_storage[37][71] | 7660 | 1 |
| hold / removal | gift_data_out_reg[100] | 480 | 2 |
| hold reg to reg | gift_data_out_reg[100] | 480 | 2 |
| setup reg to reg | INST_GIFT_128_ENC.state_reg[14] | 37950 | 13 |
| max in group clk0 | gift_data_in_reg[79] | 32930 | 5 |
-- metal layers --
| metal | GRT usage, % | wire (um) | vias to the layer above |
|---|---|---|---|
| li1 | - | - | 40941 |
| met4 | 9.486 | 27240 | 22 |
| met1 | 32.38 | 222800 | 52166 |
| met2 | 32.48 | 230700 | 5649 |
| met5 | 0.1000 | 178 | - |
| met3 | 14.56 | 87990 | 1387 |
Power and IR drop assume default switching activity.
